==> flow/run.sh <==
#!/bin/bash
# OpenROAD 26Q1-2900-gdf79404cd8, Yosys 0.63+post, stock flow scripts
make -C /OpenROAD-flow-scripts/flow DESIGN_CONFIG=/design/flow/config.mk WORK_HOME=/design/flow/orfs finish
==> flow/config.mk <==
export PLATFORM = sky130hd
export DESIGN_NAME = counter_10_to_40_up
export DESIGN_NICKNAME = counter_10_to_40_up
export VERILOG_FILES = /design/flow/design.v
export SDC_FILE = /design/flow/constraint.sdc
export NUM_CORES = 4
export LEC_CHECK = 1
export CORE_AREA = 10 10 70 70
export DIE_AREA = 0 0 80 80
==> flow/constraint.sdc <==
current_design counter_10_to_40_up

set clk_period 1.7
set clk_io_pct 0.2

create_clock -name clk0 -period $clk_period [get_ports {clk}]

set non_clock_inputs [all_inputs -no_clocks]
set_input_delay [expr $clk_period * $clk_io_pct] -clock clk0 $non_clock_inputs
set_output_delay [expr $clk_period * $clk_io_pct] -clock clk0 [all_outputs]
==> flow/design.v <==
module counter_10_to_40_up(count,clk,rst,data);
    input [7:0] data;
    input clk,rst;
    output [7:0] count;
    reg [7:0] count_temp;
    always@(posedge clk)
        if(!rst | count_temp>=8'd40 | count_temp<8'd10)
            count_temp<=8'd10;
        else
            count_temp <= count_temp + 1;
assign count = count_temp;
endmodule
==> run notes <==
run results: Clock transition at path regs=0.05 ns, Post-Syn Area per Cell=10.0 sq um, share of Yosys cell area claimed by the top area cell type=49.8%, via/cell ratio=around 2.8, slowest cell delay on critical path=0.54 ns, R2R Setup Slk=approximately 0.46 ns, largest net degree at the start of global routing=8, minimum clock period=~1.6 ns, switch share=about a fifth, Cells after Synth=32, Hold EP=count_temp[0], IO buf count=9, switching power=about 0.067 mW, largest area contributor in the netlist=dfxtp_1, Max Transition Viols Final=0, CTS tree=built, DRT iter0 DRCs=4, worst hold path class=reg2reg, number of CTS-inserted buffers=3, Hold Crit Start=count_temp[0], cell leakage power=0.170 nW, final instance area=between 400 and 500 sq um, final period utilization=92.7%, Clk pwr share=39.5%, slowest CP cell=clkdlybuf4s50_1, row cnt=21, Yosys cell types=15, Critical R2R Launch=count_temp[0], Initial Util=a little under a tenth, vias=259, CP Cell Sequence=clkdlybuf4s50_1, Synth Seq Share=about half, initial antenna violation count=0, Core Region=3420 sq um, crit path DRT=around 1.4 ns, Top cells by area=dfxtp_1, ha_1, nor3_1, CP Data Arrival Time=~1.2 ns, gr ovfl total=0, vias in the first global route=260, final wirelength=715 um, CP delay by family, top=buffers and inverters, share of post-route cells with drive strength above 1=8.89%, clk buf depth=2, tool warnings=35, DP Area=about 470 sq um, Comb pwr share=4.8%, fmax=635 MHz, pre-CTS setup slack=just over 0.2 ns, Routed Antenna Nets=0, Clock Latency Late Sink=between 0.2 and 0.3 ns, overall die height=about 80 um, Flops after synth=8, post-route setup TNS=0 ns, Avg WL per Cell=7.86 um, hold depth=1, GPL Wtd Cong=0.769, die span in x=80 um, unrepaired setup endpoints after global routing=false, root buffer cell=clkbuf_4, r2r worst-path depth=3, CP max FO=7, CTS HTree Levels=1, Final Hold Viols=0, Internal=0.284 mW, Residual DRC=0, post-route clock skew=0.000948 ns, PnR worst setup slack=around 0.12 ns, Flop pwr share=roughly 56%, CP Launch Type=flop, Worst Setup End Kind=output pin, final setup vio count=0, chip area=6400 sq um, Chip Area, Yosys=322 sq um, wire length of the first global-routing pass=approximately 1300 um, Reg with most FFs=count_temp, number of cells in Yosys stat=32, Fillers=between 400 and 500, Yosys warning total=1, diode count=0, WP buf/inv=1, PD cells=709 nW/um^2, hpwl dp=552 um, cts repair resizes=0, Max rail drop VDD=around 0.35 mV, total global-route track usage=2.44%, status=finished, final reports clean, I/O pin cnt=18, postcts setup bufs=0, Hold-fix buffers, CTS=0, # clock sinks=8, Synth Cell Area=322 sq um, P&R area growth vs syn=54.1%, Max-Cap Viols=0, Crit Path Class=reg2out, Largest regs=count_temp (8), FF-to-FF End=count_temp[1], DR pass1 iterations=4, number of flip-flops in the largest register=8
cell usage in the layout, fill, tap and decap left out:
cell type,count
o21ba_1,1
dfxtp_1,8
nand2_1,1
nand3_1,3
clkbuf_4,3
clkdlybuf4s50_1,9
xor2_1,1
a41oi_1,1
nor3_1,4
or3_1,2
a211oi_2,1
xnor2_1,2
nor2b_1,2
nor2_1,1
conb_1,2
ha_1,2
inv_1,2
power groups by stage:
stage	clock, mW	combinational (mW)	sequential [mW]
4_1_cts	0.145	0.0174	0.196
5_1_grt	0.163	0.0195	0.196
6_report	0.139	0.0170	0.196
per-stage QoR:
stage | utilization [%] | hold WS, ns | cells | power, mW
floorplan | - | 0.477 | 33 | 0.204
global placement | 13.8 | 0.530 | 88 | 0.216
detailed placement | 13.8 | 0.550 | 88 | 0.217
CTS | 14.5 | 0.561 | 91 | 0.358
global route | 14.5 | 0.613 | 91 | 0.379
finish | 14.5 | 0.556 | 91 | 0.351
kinds of logic (layout without fill, tap and decap cells):
logic type	Yosys count	count (layout)	share of synthesized area [%]
buf+inv	2	14	2.34
other cells	1	2	1.17
flops	8	8	49.8
simple gates	13	13	21.0
compound gates	3	3	9.73
xor+xnor	3	3	8.17
fa+ha+maj	2	2	7.78
cell type report:
type	instances	area [sq um]	share of cell area, %
Sequential cell	8	160	32.3
Multi-Input combinational cell	23	158	31.8
Timing Repair Buffer	9	90.1	18.2
Tap cell	46	57.6	11.6
Clock buffer	3	22.5	4.55
Inverter	2	7.51	1.52
synth_stat cells:
cell type	number
nor3_1	4
dfxtp_1	8
nand3_1	3
nor2_1	1
xor2_1	1
xnor2_1	2
ha_1	2
inv_1	2
o21ba_1	1
a41oi_1	1
conb_1	1
nand2_1	1
nor2b_1	2
a211oi_2	1
or3_1	2
routing by layer:
metal | GRT usage [%] | up-vias | share of wire, %
met4 | 0.704 | 0 | 0
met2 | 2.73 | 11 | 38
met1 | 3.50 | 113 | 49
met3 | 1.70 | 0 | 12
met5 | 0 | - | 0
li1 | - | 135 | -
worst max path at each step:
stage                  from  endpoint  slack (ns)  depth (start not counted)
CTS           count_temp[3]  count[3]         0.1                          1
global route  count_temp[3]  count[3]        0.03                          1
finish        count_temp[3]  count[3]        0.12                          1
Power is estimated from default activity; no workload was simulated.
