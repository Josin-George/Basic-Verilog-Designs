===== ./constraint.sdc =====
current_design div_3

set clk_period 1.0
set clk_io_pct 0.2

create_clock -name clk0 -period $clk_period [get_ports {clk}]

set non_clock_inputs [all_inputs -no_clocks]
set_input_delay [expr $clk_period * $clk_io_pct] -clock clk0 $non_clock_inputs
set_output_delay [expr $clk_period * $clk_io_pct] -clock clk0 [all_outputs]

===== ./run.sh =====
#!/bin/bash
# OpenROAD 26Q1-2900-gdf79404cd8, Yosys 0.63+post, stock flow scripts
make -C /OpenROAD-flow-scripts/flow DESIGN_CONFIG=/design/flow/config.mk WORK_HOME=/design/flow/orfs finish

===== ./design.v =====
module div_3(input clk, input reset, output clk_out);
    reg [1:0] pos_cnt;
    reg [1:0] neg_cnt;
    always@(posedge clk)
        if(reset)
            pos_cnt <= 0;
        else if (pos_cnt == 2)
            pos_cnt <= 0;
        else 
            pos_cnt<= pos_cnt + 1;
    always@(negedge clk)
        if(reset)
            neg_cnt <= 0;
        else if (neg_cnt == 2)
            neg_cnt <= 0;
        else neg_cnt <= neg_cnt + 1;
    assign clk_out = ((pos_cnt==2)| (neg_cnt==2));
endmodule

===== ./config.mk =====
export PLATFORM = sky130hd
export DESIGN_NAME = div_3
export DESIGN_NICKNAME = div_3
export VERILOG_FILES = /design/flow/design.v
export SDC_FILE = /design/flow/constraint.sdc
export NUM_CORES = 4
export LEC_CHECK = 1
export CORE_AREA = 10 10 70 70
export DIE_AREA = 0 0 80 80

==> results.txt <==
stage-log warning count -> 30
number of warnings issued by yosys -> 1
violation count after the first detailed-route iteration -> 2
Placed Instance Area -> 256.5 sq um
dominant combinational cell family by area after synthesis -> simple AND/OR/NAND/NOR gates
cell accounting for the most synthesized area -> dfxtp_1
Overflow after GRT -> 0
yosys-reported design area after synthesis -> 142.6 sq um
synthesized netlist cell count -> 14
post-layout instance count excluding filler cells -> 71
post-synth cell types -> 5
Adder-Cell Fraction of Synth Area -> 0.1754
Worst Path Arrival -> 1.61 ns
global routing's busiest layer -> met3
number of H-tree levels -> 1
Relative slew margins -> 0.8908
number of instances in the placed design -> 65
global-route total usage across every layer -> 0.01158
Top area cell types -> dfxtp_1 56%, ha_1 18%, nor3_1 14%
crit path setup slack, layout -> -0.8125 ns
Total Power -> 0.5968 mW
layout overhead on the synthesized area -> 105.3%
multiplexer area fraction after synthesis -> 0
global-route wire length before repair -> 572 um
maximum fanout along the worst path -> 2
IO Count -> 3
number of global-route vias before repair -> 161
maximum number of pins on one net before global-route repair -> 4
Post-Route Skew -> 0.0005427 ns
Antenna Nets Post-Route -> 0
Hold Worst Slack -> 0.4192 ns
cells traversed along the worst timing path -> inv_2, ha_4, or2_1, buf_2
Top FF cell, synth -> dfxtp_1
TritonCTS clock tree -> done
Synth async-reset ratio -> 0
setup repair after global routing missed its margin -> true
Slew @ Worst Pin -> 0.1625 ns
drt pass-1 iters -> 2
area fraction of the dominant cell type after synthesis -> 0.5614
library cell contributing the largest single delay on the critical path -> dfxtp_2
clock net sink count -> 4
vias per cell -> 1.859
Post-route DRC -> 0
initial antenna violation count -> 0
Crit Path Class -> reg -> out
placed wire-length estimate after detailed placement -> 237.4 um
kind of end point of the critical path -> output pin
classification of the worst-slack hold path -> in -> reg
delay-heaviest family, CP -> flip-flops
Req. time, crit path -> 0.80 ns
floorplan die area -> 0.006400 sq mm
wire length per cell -> 4.282 um
post-cts hold buffer count -> 0
share of power burned in combinational logic -> 0.224
Power Internal -> 0.4376 mW
met2 Use GR -> 0.01284
relative contribution of sequential cells to total power -> 0.354
switching power summed over all nets -> 0.1592 mW
GPL Wtd Cong -> 0.6017
clock transition at the register clock pins on the worst setup and hold paths after CTS -> 0.04 ns
routing usage on met3 -> 0.01364
Total Routed Length -> 304 um
EDFF count, synth -> 0
number of buffers inserted by port buffering -> 2
register bit count reported by yosys -> 4
Die Ht -> 80 um
final hold violations -> 0
run status -> finished with violations
startpoint class of the critical path -> register
Pwr per Cell Area -> 2038 mW/mm^2
CTS buffer count -> 3
final standard cell area without fillers -> 292.8 sq um
number of buffer and inverter stages on the critical path -> 2
Core Box Area -> 0.003416 sq mm
largest stage delay on the critical path -> 0.32 ns
cell area after synthesis -> 142.6 sq um
fraction of layout instances using a drive strength above 1 -> 0.4800
switching power as a share of total power -> 0.2668
die width -> 80 um
vias -> 132
XORs/XNORs by Area -> 0
largest buffer count on any clock path -> 2
clock network fraction of design power -> 0.422
area share of and-or/or-and cells after synthesis -> 0
post-synthesis area per instance -> 10.19 sq um
row count -> 21
met1 track demand over resource -> 0.01131
Clock Tree Root -> clkbuf_4
register share after synthesis -> 0.5614
maximum VDD drop -> 858.1 uV
clock latency (worst-skew pair) -> 0.29 ns
Leak -> 0.1208 nW
antenna cells -> 0
Max-Cap Viols -> 0
failing checks -> setup timing
Simple Share, Synth -> 0.1842
cell count in the Yosys report -> 14
final setup violation count -> 1
Initial Utilization -> 0.04176
Max Slew Vio Count -> 0
most numerous cell types in the synthesized netlist -> 4 x dfxtp_1, 4 x nor3_1, 3 x inv_1, 2 x ha_1, 1 x or2_1
==> sequential cells by signal, indices dropped and copies added, names as in the netlist <==
name     cells
neg_cnt      2
pos_cnt      2
==> power groups by stage <==
stage | combinational [mW] | clock, mW | sequential [mW]
final | 0.134 | 0.252 | 0.211
after global routing | 0.155 | 0.296 | 0.214
after CTS | 0.131 | 0.266 | 0.211
==> logic make-up after synthesis <==
| logic type | count (synthesis) |
|---|---|
| adder cells (fa/ha/maj) | 2 |
| buffers and inverters | 3 |
| flip-flops | 4 |
| AND/OR/NAND/NOR | 5 |
==> metrics by stage <==
stage / setup TNS [ns] / worst slack, ns / util
after floorplan: -0.3588 / -0.3588 / -
after global placement: -1.586 / -0.8401 / 0.07509
after detailed placement: -1.717 / -0.8350 / 0.07509
after CTS: -0.8576 / -0.8576 / 0.08425
after global routing: -0.9069 / -0.9069 / 0.08571
final: -0.8125 / -0.8125 / 0.08571
==> final cells by class <==
cell class,count,area [sq um]
fill,408,3123
clock buffer,4,26.28
timing repair buffer,6,43.79
inverter,2,7.507
tap,46,57.56
clock inverter,2,7.507
sequential,4,81.33
multi-input combinational,7,68.82
==> per-layer routing <==
| metal | share of wire | up-vias |
|---|---|---|
| met2 | 0.39 | 5 |
| met4 | 0 | 0 |
| met5 | 0 | - |
| met1 | 0.48 | 60 |
| li1 | - | 67 |
| met3 | 0.12 | 0 |
==> path summary, 6_finish.rpt <==
check	start	to	slack (ns)	cells after the start
hold / removal	reset	pos_cnt[1]	0.42	3
hold reg to reg	pos_cnt[0]	pos_cnt[0]	0.42	1
setup / recovery	neg_cnt[0]	clk_out	-0.81	4
setup reg to reg	pos_cnt[0]	pos_cnt[0]	0.09	4
==> placed cells by master (no fill, tap or decap), drive strengths merged <==
cell type,instances
or2,1
dlygate4sd2,1
buf,5
inv,4
dfxtp,4
clkbuf,4
nor3,4
ha,2
==> timing repair <==
item	in CTS	in global routing
pin swaps	1	1
endpoints found under the setup margin	3	2
resized	4	1
setup buffers	1	0
==> tightest hold or removal path, stage by stage <==
cell and delay [ns]:
dlygate4sd2_1 0.24, buf_4 0.13, nor3_2 0.04
Power and IR drop assume default switching activity.
