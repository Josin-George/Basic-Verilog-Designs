$ cat ./design.v
module counter_mod47_up(count,clk,rst,data);
    input [7:0] data;
    input clk,rst;
    output [7:0] count;
    reg[7:0] count_temp;
    always@(posedge clk)
        if(!rst | count_temp >= 8'd46)
            count_temp<= 8'd0;
        else
            count_temp<= count_temp+1;
    assign count = count_temp;
endmodule
$ cat ./run.sh
#!/bin/bash
# OpenROAD 26Q1-2900-gdf79404cd8, Yosys 0.63+post, stock flow scripts
make -C /OpenROAD-flow-scripts/flow DESIGN_CONFIG=/design/flow/config.mk WORK_HOME=/design/flow/orfs finish
$ cat ./config.mk
export PLATFORM = sky130hd
export DESIGN_NAME = counter_mod47_up
export DESIGN_NICKNAME = counter_mod47_up
export VERILOG_FILES = /design/flow/design.v
export SDC_FILE = /design/flow/constraint.sdc
export NUM_CORES = 4
export LEC_CHECK = 1
export CORE_AREA = 10 10 70 70
export DIE_AREA = 0 0 80 80
$ cat ./constraint.sdc
current_design counter_mod47_up

set clk_period 1.3
set clk_io_pct 0.2

create_clock -name clk0 -period $clk_period [get_ports {clk}]

set non_clock_inputs [all_inputs -no_clocks]
set_input_delay [expr $clk_period * $clk_io_pct] -clock clk0 $non_clock_inputs
set_output_delay [expr $clk_period * $clk_io_pct] -clock clk0 [all_outputs]
==> run notes <==
The run finished with clean final reports. The logs give 173 um2 for the flip-flop and latch area and 6400 um2 for the area of the die. The tools report the tally of yosys warning messages as 1. With the worst-skew pair later-pin latency at 0.25 ns, the top achievable clock speed is 815 MHz. The final worst slack was 0.0723 ns.

The largest registers in the layout are count_temp: 8 flops. With the share of Yosys cell area claimed by the top area cell type at 53.3%, the power per cell area is 855 nW/um2. The total overflow left after global routing is 0. Per the OpenROAD floorplan log, the width of the die is 80 um. Iteration-0 DRC count of the detailed router: 2. The worst hold path belongs to the class reg -> reg.

The core utilization at floorplan was 8.79%. Register name with the most flops: count_temp. The post-DP HPWL was 494 um; the part of the cycle the worst path needs was 94.4%. The worst setup path is launched from a flop. Between the synthesized netlist and the finished layout, the area growth was recorded as 79.6%.

Max-slew check failures listed in the final report amount to 0. The synthesis report lists the most area-consuming cells as dfxtp_1 53%, nor2_1 8.8%, ha_1 8.3%, xor2_1 5.8%, o2111ai_2 5.0%. The unique cell type count in the Yosys netlist is 13, and the count of input and output buffers is 9. The maximum level of the CTS H-tree came out at 1.

STA lists the endpoint of the worst register-to-register path as count_temp[3]$_SDFF_PP0_. In this run the tools logged warnings totalling 34. With the via count of the routed design at 263, the sink count of the clock tree is 8. In the post-route report, total wirelength is listed as 708 um.

Setup repair after global routing left no endpoint under its margin. The worst clock skew on the final layout was 0.000512 ns; the total global routing track utilization was 2.25%. The logs give 0.0987 ns for the pre-CTS setup slack and 1.41 ns for the endpoint arrival time on the critical path.

The run gives 2 as the buffer levels on the longest clock path. The number of filler cells placed in the layout is 398. For the post-place instance area, the log shows 474 um2. TritonCTS built the clock tree. The number of global-route vias before repair is 287.

Flip-flop and latch count after synthesis: 8. The run gives 7 as the largest net degree at the start of global routing. The tools report the number of remaining DRC errors as 0.

The flip-flop count of the largest register, all copies and words added was 8. For this design the static power due to leakage is 0.235 nW. The library cell used as clock root buffer is clkbuf_4. With the synthesized area per cell at 10.4 um2, the slack of the worst reg-to-reg path is 0.07 ns. The last timing report of the flow puts the setup violation total at 0. Along the worst path, the maximum fanout reaches 6. The tools report the kind of end point of the critical path as a flop. Per the synthesis report, the dominant area consumer among library cells is dfxtp_1.

For this run, the register share of the synthesized area comes to 53.3%. The tools report the first-pass iteration count of the detailed router as 2. Critical path start-end classification: reg -> reg.

The run gives 0.05 ns for the CTS clock-pin slew for the worst setup and hold paths. VDD sags by at most 0.585 mV. The placed instance count is 88.

In the routed layout, each cell is associated on average with a via count of 2.80. Number of primary I/O pins: 18. The final weighted congestion recorded by global placement is 0.695. The area taken by multi-input combinational cells is reported as 154 um2.

The final timing report lists a hold violation count of 0. After the flow finishes, the layout carries non-filler instances totaling 94. The run gives 0 as the final antenna diode count. The post-synth area from yosys stat is 300 um2. The worst register-to-register path has a depth of 5. The wire length of the first global-routing pass was 1200 um; the proportion of layout cells with a drive suffix above 1 was 45.8%. Summing all non-filler instances in the final layout gives an area of 539 um2.

The post-synthesis instance area is 300 um2, and the number of violations of the max-capacitance limit is 0. The logs give 0 for the initial antenna violation count and 29 for the yosys stat cell total. For the post-cts hold buffer count, the log shows 0.

The routed length per instance was 7.53 um. Setup total negative slack on the finished layout was measured at 0 ns. Synthesis produced a netlist whose cell count is 29.

Launching point of the worst reg2reg path: count_temp[1]$_SDFF_PP0_. The capture point of the critical path was reported as count_temp[3]$_SDFF_PP0_. The tools report the total CTS buffers as 3. After floorplanning, the core was divided into 21 placement rows.

The count of nets left with antenna violations once routing finished came out at 0. The area of the core region is 3420 um2, and the clock period minus final worst setup slack is 1.23 ns. The height of the chip came out at 80 um. In this run the worst setup path begins at count_temp[1]$_SDFF_PP0_. The OpenROAD report gives the critical path a required time of 1.49 ns.
[worst max-delay path, stage by stage (launching register included)]
cell       delay, ns
dfxtp_4         0.34
buf_4           0.15
ha_2            0.17
o2111ai_2       0.21
nand4_4         0.17
nor2_1          0.13
[cell type report]
| class | count | area share (%) |
|---|---|---|
| Timing Repair Buffer | 15 | 23.9 |
| Multi-Input combinational cell | 21 | 28.5 |
| Sequential cell | 8 | 32.0 |
| Inverter | 1 | 0.696 |
| Tap cell | 46 | 10.7 |
| Clock buffer | 3 | 4.18 |
[metrics by stage]
stage	power, W	utilization [%]	hold WS [ns]
2_1_floorplan	0.000263	-	0.437
3_3_place_gp	0.000280	13.9	0.525
3_5_place_dp	0.000280	13.9	0.544
4_1_cts	0.000467	15.3	0.527
5_1_grt	0.000481	15.8	0.546
6_report	0.000461	15.8	0.523
[how the worst min path moves through the flow]
stage	cells past startpoint	endpoint	startpoint
4_1_cts	2	count_temp[0]$_SDFF_PP0_	count_temp[0]$_SDFF_PP0_
5_1_grt	2	count_temp[0]$_SDFF_PP0_	count_temp[0]$_SDFF_PP0_
6_report	2	count_temp[0]$_SDFF_PP0_	count_temp[0]$_SDFF_PP0_
[metal layers]
metal | up-vias | track usage [%] | part of all wire, % | wire (um)
li1 | 133 | - | - | -
met1 | 117 | 2.22 | 39 | 275
met2 | 8 | 3.53 | 42 | 300
met3 | 5 | 1.59 | 13 | 93
met4 | 0 | 1.06 | 5.4 | 38
met5 | - | 0 | 0 | 0
[cells by family (layout without fill, tap and decap cells)]
| logic type | after synthesis | in the layout | synth area share, % |
|---|---|---|---|
| fa+ha+maj | 2 | 2 | 8.33 |
| other cells | 1 | 2 | 1.25 |
| xor+xnor | 3 | 3 | 8.75 |
| buf+inv | 1 | 19 | 1.25 |
| flops | 8 | 8 | 53.3 |
| simple gates | 12 | 12 | 20.0 |
| compound gates | 2 | 2 | 7.08 |
[where the power goes]
part,internal (W),leakage [nW],switching (W),total [W]
clock,0.000105,0.0138,0.0000820,0.000187
sequential,0.000250,0.0686,0.00000243,0.000252
combinational,0.0000126,0.153,0.00000916,0.0000218
[Yosys cell counts (all sizes together)]
cell type	number
a31oi	1
nand2	1
dfxtp	8
and3	1
conb	1
nand4	1
ha	2
xnor2	1
o2111ai	1
xor2	2
nor2	7
inv	1
nand3	2
[timing repair]
item,CTS,global route
gates cloned,0,0
setup buffers,3,0
pin swaps,0,1
resized,16,4
hold endpoints to repair,0,0
endpoints found under the setup margin,8,7
[layout by cell type, fill, tap and decap left out, drive strengths merged, types with 2 or more instances in the layout]
| master | n |
|---|---|
| dlygate4sd2 | 7 |
| nand3 | 2 |
| buf | 6 |
| clkbuf | 3 |
| ha | 2 |
| nor2 | 7 |
| conb | 2 |
| dfxtp | 8 |
| xor2 | 2 |
Power figures rest on the tool's default switching activity, not on a simulated workload.
